===== ./run.sh =====
#!/bin/bash
# OpenROAD 26Q1-2900-gdf79404cd8, Yosys 0.63+post, stock flow scripts
make -C /OpenROAD-flow-scripts/flow DESIGN_CONFIG=/design/flow/config.mk WORK_HOME=/design/flow/orfs finish

===== ./config.mk =====
export PLATFORM = sky130hd
export DESIGN_NAME = clk_divider
export DESIGN_NICKNAME = clk_divider
export VERILOG_FILES = /design/flow/design.v
export SDC_FILE = /design/flow/constraint.sdc
export NUM_CORES = 4
export LEC_CHECK = 1
export CORE_AREA = 10 10 83 83
export DIE_AREA = 0 0 93 93

===== ./constraint.sdc =====
current_design clk_divider

set clk_period 4.7
set clk_io_pct 0.2

create_clock -name clk0 -period $clk_period [get_ports {clk_in}]

set non_clock_inputs [all_inputs -no_clocks]
set_input_delay [expr $clk_period * $clk_io_pct] -clock clk0 $non_clock_inputs
set_output_delay [expr $clk_period * $clk_io_pct] -clock clk0 [all_outputs]

===== ./design.v =====
module lab6(
	input clk_in, rst_n, action_n,
	input [17:0] SW,
	output [6:0] HEX7, HEX6, HEX5, HEX4, HEX2, HEX1, HEX0,
	output [3:0] LEDG,
	inout [7:0] LCD_DATA,
	output LCD_RW, LCD_EN, LCD_RS, LCD_ON
);
	assign LCD_ON = 1'b1;
	wire lcd_clk, safe_clk;
	clk_divider #(.BITS(15)) lcd_clk_divider(.clk_in(clk_in), .clk_out(lcd_clk));
	clk_divider #(.BITS(21)) safe_clk_divider(.clk_in(clk_in), .clk_out(safe_clk));
	reg [3:0] mem_rd_addr;
	reg [3:0] mem_wr_addr;  
	wire [15:0] mem_rd_data;
	reg [15:0] mem_wr_data;  
	reg mem_wr_en;  
	ram memory (.data(mem_wr_data), .rdaddress(mem_rd_addr), .rdclock(lcd_clk), .wraddress(mem_wr_addr), .wrclock(safe_clk), .wren(mem_wr_en), .q(mem_rd_data));
	lcd_control lcd(.clk(lcd_clk), .rst_n(rst_n), .mem_data(mem_rd_data), .LCD_DATA(LCD_DATA), .LCD_RW(LCD_RW), .LCD_EN(LCD_EN), .LCD_RS(LCD_RS));
	wire en;  
	debounce_button bPress(safe_clk, rst_n, action_n, en);
	always @(posedge safe_clk) begin
		mem_wr_en <= 1'b1;
		mem_wr_addr <= 4'h0;
		mem_wr_data <= {2'b00,count,en,ledg};
	end
	always @(posedge lcd_clk)begin
		mem_rd_addr <= 4'h0;
	end
	wire[8:0] count;	 
	wire[3:0] ledg;	 
	assign LEDG = ledg;
	lab5 lock_control(.clk(safe_clk), .rst_n(rst_n), .SW(SW), .action_n(action_n), .count(count), .HEX7(HEX7), .HEX6(HEX6), .HEX5(HEX5), .HEX4(HEX4), .HEX2(HEX2), .HEX1(HEX1), .HEX0(HEX0), .LEDG(ledg));
endmodule
module clk_divider #(parameter BITS = 21) (input clk_in, output clk_out);
	reg [BITS-1:0] cnt;
	always @ (posedge clk_in) begin
		cnt <= cnt + {{BITS-1{1'b0}},1'b1};
	end
	assign clk_out = cnt[BITS-1];
endmodule

==> Table 3: Implementation characteristics <==
Characteristics after synthesis and place and route

Parameter                              Value

Placement
  Detailed placer's ending HPWL    772 um
  Final weighted congestion in routability-driven placement    approximately 0.75
  Placed insts    between 100 and 150
  IO buf count    1

Detailed routing
  Number of optimization iterations in the first detailed-route pass    4
  Via count    between 500 and 600
  Vias per Instance    3.36
  Total antenna diodes in the routed design    0
  DRC Markers    0
  Remaining antenna violation count    0
  Post-detailed-route wirelength per cell    about 7.2 um
  Total Wirelength    between 1 and 1.5 mm
  Initial DRC Count    7

Worst setup path
  Endpoint type of the worst setup path    output port
  Type of the worst setup path    flop to output port
  WP data arrival    around 1.1 ns
  Critical register-to-register path startpoint    cnt[0]
  Reg-to-reg critical path endpoint    cnt[18]
  Worst reg-to-reg setup slack    a little under 3 ns
  Worst r2r path cells    5
  Family of cells with the greatest summed delay on the critical path    buffers and inverters
  Data required time at the worst endpoint    around 3.8 ns
  Critical path's largest stage delay    0.47 ns
  Biggest fanout along the worst timing path    2
  Element type at the critical path start    flop
  Number of buffers and inverters on the critical path    1
  Cell with the largest stage delay on the worst path    sky130_fd_sc_hd__clkdlybuf4s50_1
  List of cells traversed by the critical path    clkdlybuf4s50_1

Global route
  Vias in the first global route    slightly below 500
  Antenna violations before repair    0
  Global Route Usage Sum    under 10%
  First-pass GRT wire length    2.06 mm
  Leftover overflow at the end of global routing    0
  Largest net degree at the start of global routing    13

Floorplan
  Core Density at Floorplan    between 10% and 20%
  Die H    93 um
  Ports placed on the boundary    2
  Width of the chip    93 um
  Chip Area    8650 sq um
  Row cnt    26
  Area inside the core boundary    5140 sq um

Cells and area
  Layout-stage area growth over the synthesis result    18.2%
  Number of flip-flops in the largest register    21
  Registers with the most flip-flops    cnt: 21 flops
  Count of non-filler cells in the finished layout    150
  Reg with most FFs    cnt
  End-of-flow core utilization    18.2%
  Fill cell count    roughly 590
  Layout cells sized above 1    10.0%

Final timing
  Max Fclk    ~0.5 GHz
  Endpoints failing setup    0
  Maximum clock skew at final layout    0.00461 ns
  Max transition margin    between 50% and 60%
  Hold Slack    0.411 ns
  Post-route clock period utilization    between 40% and 50%
  Sum of negative setup slack    0 ns
  RSZ-0062 raised after global routing    false
  Slew at the pin closest to its max-slew limit    ~0.62 ns
  Fin. Hold Viols    0
  Final number of max-transition violations    0
  Fin crit period    2.00 ns

Clock network
  TritonCTS buffer count    3
  CTS Sinks    21
  Maximum count of clock buffers along a single path    2
  TritonCTS clock tree    built
  Post-CTS Setup Repair Bufs    0
  Clock latency on the worst-skew pair    0.25 ns
  Number of H-tree branching levels    1
  Clock-pin slew reported for the worst setup and hold paths after clock tree synthesis    around 0.070 ns
  Total of cells resized after clock tree synthesis    0
  Number of buffers added to fix hold violations after cts    0
  Clock tree root buffer cell    sky130_fd_sc_hd__clkbuf_8

Worst hold path
  HP Class    flop to flop
  Hold Path Cell Cnt    1
  Worst Hold Endpoint    cnt[0]
  Start point of the worst hold path    cnt[0]

Flow run
  Total tool warning count    25
  Maximum Capacitance Violations    0

Synth
  Chip Area, Yosys    between 700 and 800 sq um
  Number of cells in Yosys stat    75
  Mean Syn Cell Area    10.5 sq um
  Sequential-to-total area share from yosys stat    between 50 and 60%
  Yosys synthesis warning count    1
  Distinct cell type count after synthesis    17
  Number of instances in the synthesized netlist    around 75
  Synth Register Bits    21
  Total standard cell area after synthesis    approximately 800 sq um

Run status
  Result of the run    complete, no violations

Pwr
  Power per unit of standard cell area    roughly 310 nW/um^2
  Total power draw    291 uW
  Pleak    about 0.00029 uW
  Highest ir drop seen on vdd    ~0.25 mV
power breakdown:
| part | total [uW] | switching [uW] | internal, uW |
|---|---|---|---|
| registers | 178 | 0 | 178 |
| logic | 0.0000998 | 0 | 0 |
| clock network | 113 | 54.5 | 58.9 |
through the flow:
stage / cell area [sq um] / setup WS, ns
2_1_floorplan: 790 / 3.02
3_3_place_gp: 887 / 2.96
3_5_place_dp: 887 / 2.96
4_1_cts: 933 / 2.67
5_1_grt: 933 / 2.65
6_report: 933 / 2.70
layout by cell type (no fill, tap or decap):
cell and n:
sky130_fd_sc_hd__nand3b_1 1, sky130_fd_sc_hd__clkdlybuf4s50_1 1, sky130_fd_sc_hd__nand2_1 6, sky130_fd_sc_hd__nor3_1 2, sky130_fd_sc_hd__xor2_1 5, sky130_fd_sc_hd__nand4_1 4, sky130_fd_sc_hd__clkinv_2 1, sky130_fd_sc_hd__dfxtp_1 21
sky130_fd_sc_hd__nor4_1 1, sky130_fd_sc_hd__xnor2_1 13, sky130_fd_sc_hd__inv_1 3, sky130_fd_sc_hd__xnor2_2 1, sky130_fd_sc_hd__nor2_1 4, sky130_fd_sc_hd__or4_4 1, sky130_fd_sc_hd__and3_1 2, sky130_fd_sc_hd__ha_1 1
sky130_fd_sc_hd__clkbuf_8 3, sky130_fd_sc_hd__nand3_1 8, sky130_fd_sc_hd__or3_4 1, sky130_fd_sc_hd__nand3_2 1
layout make-up:
cell class | count | area, sq um | share of cell area (%)
repair buffers | 1 | 10.0 | 1.07
flip-flops and latches | 21 | 420 | 45.0
well taps | 70 | 87.6 | 9.38
clock buffers | 3 | 41.3 | 4.42
multi-input cells | 51 | 358 | 38.3
clock inverters | 1 | 5.00 | 0.536
inverters | 3 | 11.3 | 1.21
kinds of logic after synthesis:
logic type | count (synthesis) | share of synthesized area, %
and+or+nand+nor | 31 | 21.7
buffers and inverters | 3 | 1.43
DFF | 21 | 53.2
xor gates and xnor gates | 19 | 22.0
adders and majority gates | 1 | 1.58
synth_stat cells:
cell                       number  share of area (%)
sky130_fd_sc_hd__or3_4          1                1.4
sky130_fd_sc_hd__and3_1         2                1.6
sky130_fd_sc_hd__nor4_1         1               0.79
sky130_fd_sc_hd__nand4_1        4                3.2
sky130_fd_sc_hd__inv_1          3                1.4
sky130_fd_sc_hd__nand3_1        8                5.1
sky130_fd_sc_hd__nand2_1        6                2.9
sky130_fd_sc_hd__nand3_2        1                1.3
sky130_fd_sc_hd__xnor2_2        1                2.1
sky130_fd_sc_hd__nor2_1         4                1.9
sky130_fd_sc_hd__dfxtp_1       21                 53
sky130_fd_sc_hd__ha_1           1                1.6
sky130_fd_sc_hd__xor2_1         5                5.5
sky130_fd_sc_hd__nand3b_1       1               0.95
sky130_fd_sc_hd__nor3_1         2                1.3
sky130_fd_sc_hd__xnor2_1       13                 14
sky130_fd_sc_hd__or4_4          1                1.4
worst max path at each step:
| stage | start | slack (ns) | to | depth (start not counted) |
|---|---|---|---|---|
| 4_1_cts | cnt[20] | 2.67 | clk_out | 1 |
| 5_1_grt | cnt[20] | 2.65 | clk_out | 1 |
| 6_report | cnt[20] | 2.70 | clk_out | 1 |
layer usage:
| layer | track usage, % | wire (um) | vias to the layer above |
|---|---|---|---|
| met4 | 0.257 | 0 | 0 |
| met1 | 3.77 | 566 | 235 |
| met5 | 0 | 0 | - |
| met2 | 4.09 | 455 | 9 |
| li1 | - | - | 260 |
| met3 | 1.13 | 53 | 0 |
Power and IR drop assume default switching activity.
